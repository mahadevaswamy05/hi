### run.sh
#!/bin/bash
# OpenROAD 26Q1-2900-gdf79404cd8, Yosys 0.63+post, stock flow scripts
make -C /OpenROAD-flow-scripts/flow DESIGN_CONFIG=/design/flow/config.mk WORK_HOME=/design/flow/orfs finish
### config.mk
export PLATFORM = sky130hd
export DESIGN_NAME = adder
export DESIGN_NICKNAME = adder
export VERILOG_FILES = /design/flow/design.v
export SDC_FILE = /design/flow/constraint.sdc
export NUM_CORES = 4
export LEC_CHECK = 1
export CORE_AREA = 10 10 70 70
export DIE_AREA = 0 0 80 80
### constraint.sdc
current_design adder

set clk_period 2.8
set clk_io_pct 0.2

create_clock -name clk0 -period $clk_period

set non_clock_inputs [all_inputs -no_clocks]
set_input_delay [expr $clk_period * $clk_io_pct] -clock clk0 $non_clock_inputs
set_output_delay [expr $clk_period * $clk_io_pct] -clock clk0 [all_outputs]
### design.v
module fa(a,b,cin,sum,cout);
input a,b;
input cin;
output sum,cout;
assign sum = (a ^ b ^ cin);
assign cout = (a&b) | (b&cin) | (cin&a);
endmodule
module adder(a,b,cin,sum,cout,clk,rst);
input [3:0]a,b;
input cin;
output cout;
output [3:0]sum;
wire [2:0] c;
input rst,clk;
always @ (posedge clk & ~rst);
fa f1(a[0],b[0],cin,sum[0],c[0]);
fa f2(a[1],b[1],c[0],sum[1],c[1]);
fa f3(a[2],b[2],c[1],sum[2],c[2]);
fa f4(a[3],b[3],c[2],sum[3],cout);
endmodule
==> metrics.yaml <==
yosys:
  yosys.area.top_type: "fa_1"
  synth_warnings: 1
  syn-cell-area_sq_um: 147.6
  ys_sh_mux: 0
  logic_family: "adder cells"
  ys_chip_area_sq_um: 147.6
  ys_sh_aoi: 0
  xor_share: 0
  postSynthCellCount: 18
  avgSynthCellArea_sq_um: 8.202
  top_cell_area_share: 0.5424
  yosysSeqAreaShare: 0
  topCellsByArea: "fa_1, inv_1, buf_4"
  synthAdderAreaFrac: 0.5424
  yosysCellCount: 18
  ys_sh_simple: 0
  ys_types: 3
detailed_routing:
  dr_wl_met3_microns: 81
  highest_layer: "met3"
  met2WireLength_microns: 97
  drcViolationCount: 0
  vias: 128
  met1_length_microns: 247
  viasPerCell: 1.730
  detail-route-antenna-nets: 0
  wl_per_cell_microns: 5.757
  drt_wl_total_microns: 426
  antennaDiodeCount: 0
  drtIter0Drc: 0
  drt_first_pass_iters: 1
finish:
  lay_top_count: "clkdlybuf4s50_1"
  final_core_util: 0.09414
  register_area_sq_um: 0
  clock_buffers: 0
  drive_gt1_frac: 0.4286
  final_area_sq_um: 321.6
  ff_count: 0
  areaGrowthSynthToFinish_pct: 117.8
  mostFrequentLayoutCells: "clkdlybuf4s50_1, inv_1, dlygate4sd2_1"
  instances_no_fill: 74
worst_setup_path:
  worstSetupStartpoint: "a[0]"
  cp_num_buf_inv: 6
  critPathLaunchType: "input port"
  crit_path_top_delay_cell: "fa_1"
  critical_path.max_fanout: 1
  crit_chain: "buf_6 -> inv_4 -> fa_2 -> inv_2 -> fa_2 -> fa_2 -> inv_2 -> fa_1 -> inv_1 -> buf_2"
  cpPeakStageDelay_ps: 400
  cp.arrival_ps: 2220
  cpLargestDelayFamily: "adder cells"
  cp_common_cell: "fa_2"
  crit_required_ps: 2240
  crit_cells: 10
  cp-endpoint: "sum[3]"
  cp-end-kind: "output port"
  worst-setup-path-type: "input port to output port"
sta:
  fmaxAchievable_mhz: 360.1
  finalClockPeriodUsage: 0.9919
  max-slew-margin-rel: 0.9343
  worstMarginPinSlew_ps: 98.24
  finalSetupViolations: 0
  drv_slew: 0
  rsz0062_at_grt: "true"
  finalCriticalPeriod_ps: 2777
  hold_viol: 0
placed_design:
  portBuffers: 14
  dpl.cell_count: 74
  dp_hpwl_microns: 425.2
  gp_congestion: 0.7618
  placed_area_sq_um: 315.3
die:
  die_y_microns: 80
  fp_util: 0.04322
  die-area_sq_mm: 0.006400
  die_w_microns: 80
  pin_count: 16
  coreArea_sq_mm: 0.003416
  rows: 21
grt:
  grt_usage: 0.01158
  gr-total-overflow: 0
  antenna_found_initial: 0
  grt_pass1_wl_microns: 579
  grt_pass1_vias: 132
  grt_max_degree: 2
power_and_ir_drop:
  vdd_drop_max_mv: 0.03680
  leakage_nw: 0.1416
  power.density_mw_per_mm2: 151.2
clock_tree:
  hold_buffers: 0
  post-cts-setup-buffer-count: 0
flow_run:
  warnings: 36
  drv_cap: 0
worst_hold_path:
  hold_class: "input port to output port"
run_status:
  status: "complete, no violations"
-- per-stage QoR --
stage	setup TNS, ps	power (mW)	setup WS, ps	hold WS (ps)
global route	-55.04	0.05533	-55.04	1886
detailed placement	-2027	0.05278	-814.5	2175
global placement	-1897	0.05156	-778.8	2160
floorplan	0	0.02451	103.2	1337
finish	0	0.04863	22.73	1867
CTS	-94.44	0.04993	-94.44	1873
-- area by class of cell --
type,instances,area (sq um)
repair buffers,14,133.9
well taps,46,57.56
inverters,10,42.54
fillers,402,3094
multi-input cells,4,87.58
-- how the worst min path moves through the flow --
stage         from      to  slack (ps)  cells after the start
finish         cin  sum[0]        1870                      5
CTS           b[0]  sum[0]        1870                      5
global route  b[0]  sum[0]        1890                      5
-- synthesized netlist by cell type --
cell / n
buf_4: 4
fa_1: 4
inv_1: 10
-- per-layer routing --
layer  track usage  up-vias
li1              -       60
met1       0.01863       54
met2       0.01284       14
met3      0.006818        0
met4             0        0
met5             0        -
-- logic make-up (layout without fill, tap and decap cells) --
logic type  after synthesis  after routing
buf+inv                  14             24
fa+ha+maj                 4              4
-- what timing repair did --
action / 4_1_cts / 5_1_grt
endpoints found under the setup margin: 4 / 2
pin swaps: 4 / 4
gates resized: 30 / 1
-- power by group --
group / leakage (nW) / total, mW / switching (mW) / internal, mW
combinational: 0.142 / 0.0486 / 0.0163 / 0.0323
sequential: 0 / 0 / 0 / 0
clock: 0 / 0 / 0 / 0
total: 0.142 / 0.0486 / 0.0163 / 0.0323
Power is estimated from default activity; no workload was simulated.
